[/design/flow/design.v]
module control (
    input        [6:0] op,
    input        [2:0] funct3,
    input              funct7,
    input        [3:0] flags,
    output logic       RegWrite,
    ALUSrc,
    MemWrite,
    PCSrc,
    output logic [1:0] ImmSrc,
    ResultSrc,
    output logic [3:0] ALUControl
);
  logic Branch, Jump, BranchSrc;
  always_latch begin
    case (op)
      7'b0110011: begin   
        RegWrite = 1;
        ImmSrc = 'x;
        ALUSrc = 0;
        MemWrite = 0;
        ResultSrc = 2'b00;
        Branch = 0;
        ALUControl = {funct7, funct3};
        Jump = 0;
      end
      7'b0010011: begin   
        RegWrite = 1;
        ImmSrc = 2'b00;
        ALUSrc = 1;
        MemWrite = 0;
        ResultSrc = 2'b00;
        Branch = 0;
        if (funct3 == 3'h5 || funct3 == 3'h1) begin
          ALUControl = {funct7, funct3};
        end else begin
          ALUControl = {1'b0, funct3};
        end
        Jump = 0;
      end
      7'b0000011: begin   
        RegWrite = 1;
        ImmSrc = 2'b00;
        ALUSrc = 1;
        MemWrite = 0;
        ResultSrc = 2'b01;
        Branch = 0;
        ALUControl = 4'h0;
        Jump = 0;
      end
      7'b0100011: begin   
        RegWrite = 0;
        ImmSrc = 2'b01;
        ALUSrc = 1;
        MemWrite = 1;
        ResultSrc = 'x;
        Branch = 1;
        ALUControl = 4'h0;
        Jump = 0;
      end
      7'b1100011: begin   
        RegWrite = 0;
        ImmSrc = 2'b01;
        ALUSrc = 1;
        MemWrite = 1;
        ResultSrc = 'x;
        Branch = 1;
        ALUControl = 4'h8;
        Jump = 0;
      end
      7'b1101111: begin   
        RegWrite = 1;
        ImmSrc = 2'b11;
        ALUSrc = 'x;
        MemWrite = 0;
        ResultSrc = 2'b10;
        Branch = 0;
        ALUControl = 'x;
        Jump = 1;
      end
      7'b1100111: begin   
      end
      7'b0110111: begin   
        RegWrite = 1;
        ImmSrc = 2'b10;
        ALUSrc = 0;
        MemWrite = 0;
        ResultSrc = 2'b00;
        Branch = 0;
        ALUControl = 4'h0;
        Jump = 0;
      end
      7'b0010111: begin   
      end
      default: begin
        RegWrite = 'x;
        ImmSrc = 'x;
        ALUSrc = 'x;
        MemWrite = 'x;
        ResultSrc = 'x;
        Branch = 'x;
        ALUControl = 'x;
        Jump = 'x;
      end
    endcase
    case (funct3)
      3'h0: BranchSrc = flags[2];   
      3'h1: BranchSrc = !flags[2];   
      3'h4: BranchSrc = flags[3] ^ flags[0];   
      3'h5: BranchSrc = !(flags[3] ^ flags[0]);   
      3'h6: BranchSrc = !flags[1];   
      3'h7: BranchSrc = flags[1];   
      default: BranchSrc = 0;
    endcase
    PCSrc = Jump || (Branch & BranchSrc);
  end
endmodule
[/design/flow/run.sh]
#!/bin/bash
# OpenROAD 26Q1-2900-gdf79404cd8, Yosys 0.63+post, stock flow scripts
make -C /OpenROAD-flow-scripts/flow DESIGN_CONFIG=/design/flow/config.mk WORK_HOME=/design/flow/orfs finish
[/design/flow/config.mk]
export PLATFORM = sky130hd
export DESIGN_NAME = control
export DESIGN_NICKNAME = control
export VERILOG_FILES = /design/flow/design.v
export SDC_FILE = /design/flow/constraint.sdc
export NUM_CORES = 4
export LEC_CHECK = 1
export CORE_AREA = 10 10 70 70
export DIE_AREA = 0 0 80 80
export SYNTH_HDL_FRONTEND = slang
[/design/flow/constraint.sdc]
current_design control

set clk_period 1.9
set clk_io_pct 0.2

create_clock -name clk0 -period $clk_period

set non_clock_inputs [all_inputs -no_clocks]
set_input_delay [expr $clk_period * $clk_io_pct] -clock clk0 $non_clock_inputs
set_output_delay [expr $clk_period * $clk_io_pct] -clock clk0 [all_outputs]
==> GITHUB_STEP_SUMMARY <==
## Implementation flow summary

| Metric | Value |
|---|---|
| GRT Resource Usage Total | `0.0606` |
| Hold_buf cts | `0` |
| Required time worst endpoint | `~1.5 ns` |
| Met3 Use GR | `0.0148` |
| WL final | `around 2000 um` |
| CP peak stage delay | `roughly 0.29 ns` |
| Mapped Avg Cell Area | `8.53 um^2` |
| Clk pwr share | `0` |
| CP max FO | `2` |
| Post-synth EDFFs | `0` |
| Tool warnings | `32` |
| Drc violations | `0` |
| GRT busiest layer | `met2` |
| Row cnt | `21` |
| Synth flops | `12` |
| Die Y | `80 um` |
| Yosys warning count | `0` |
| Slew headroom | `0.752` |
| Antenna viol nets, final | `0` |
| Psw | `0.0774 mW` |
| Chip area | `6400 um^2` |
| Core area | `around 3400 um^2` |
| Slowest library cell on the worst path | `a32o_2` |
| Endpoints left unconstrained | `23` |
| Post-Layout Cell Count | `170` |
| Ant diodes | `0` |
| Initial antenna violation count | `0` |
| PD cells | `roughly 150 nW/um^2` |
| Time the worst path needs with I/O delays and setup | `1.77 ns` |
| Placed Area | `between 1000 and 1500 um^2` |
| FILL cells | `~370` |
| Fmax achieved | `564 MHz` |
| Met1 Use GR | `0.0860` |
| End of the worst hold path | `PCSrc` |
| Final GP Congestion | `~0.85` |
| Register pins left without a clock | `12` |
| Register area | `180 um^2` |
| Share of cells above drive strength 1 | `0.387` |
| Via/cell ratio | `4.36` |
| # placed instances | `169` |
| Leak | `0.517 nW` |
| Run status | `finished, final reports clean` |
| Area grow syn2layout | `70.3%` |
| Cell variety after synth | `42` |
| # Cells Yosys | `81` |
| Post-Syn Area | `691 um^2` |
| Initial drt markers | `13` |
| Final hold violation count | `0` |
| Fin crit share | `0.933` |
| DR vias | `742` |
| Slew Viols, Final | `0` |
| Logic area | `523 um^2` |
| Total power | `roughly 0.17 mW` |
| Max_cap viols | `0` |
| Final Cell Area | `1180 um^2` |
| Setup WS pre-CTS | `-0.649 ns` |
| Post-DR wirelength/cell | `between 10 and 15 um` |
| Startpoint Class | `input port` |
| Worst setup margin | `0.127 ns` |
| DIE WIDTH | `80 um` |
| WHS Path Cells | `5` |
| Global route total overflow | `0` |
| 1st-pass router iterations | `4` |
| Hold Slack | `1.33 ns` |
| Final setup viols | `0` |
| Cell Int Power | `0.0970 mW` |
| Core Util at FP | `0.202` |
| Synth async-reset ratio | `0` |
| Most frequent cells in the layout | `15 x buf_4, 12 x dlxtn_1, 12 x clkdlybuf4s50_1` |
| I/O pin total | `27` |
| Comb power frac | `0.977` |
| Hold path startpoint | `op[2]` |
| RSZ-0062 raised after global routing | `false` |
| Post-layout util | `0.344` |
| Hold WC Path Type | `in2out` |
| Cells after Synth | `81` |
| Least-Margin Pin Slew | `between 0.3 and 0.4 ns` |
| I/O Buffers | `27` |
| Vias in the first global route | `between 700 and 800` |
| Peak supply drop | `slightly above 0.00008 V` |
| Sw frac | `0.444` |
| CP Cell Sequence | `clkdlybuf4s15_1 > xnor2_2 > a32o_2 > o221ai_2 > o211ai_1 > buf_2` |
| DP Wirelength | `1650 um` |
| Commonest non-fill, non-tap cell in the layout | `buf_4` |
| Dominant flop cell | `dlxtn_1` |
| CP endpoint kind | `output port` |
| YS chip area | `around 700 um^2` |
| Global-route wire length before repair | `around 3300 um` |
| Met2 Track Usage GR | `0.0963` |
| CP arrival | `1.39 ns` |
| Seq pwr share | `0.023` |
| Critical Setup Path Class | `in2out` |
| Largest net degree at the start of global routing | `13` |
| Setup TNS | `0 ns` |
timing repair:
item | 4_1_cts | 5_1_grt
setup endpoints to repair | 1 | 1
resized | 39 | 20
pin swaps | 8 | 10
buffers inserted | 0 | 1
Yosys cell counts, drive strengths merged (3+ instances only):
cell type  instances  area, um^2
nor2               7        26.3
xnor2              3        26.3
nand2b             3        18.8
nor2b              6        37.5
inv                3        11.3
dlxtn             12         180
nand2              4        15.0
o22ai              3        25.0
buf                5        38.8
a21oi              5        28.8
worst max path at each step:
stage                 startpoint  endpoint  cells after the start
after CTS              funct3[2]     PCSrc                      7
after global routing    flags[2]     PCSrc                      6
final                   flags[3]     PCSrc                      6
metal layers:
metal	vias to the layer above	routed length (um)
met5	-	0
met4	0	0
met3	0	146
met2	16	903
met1	342	926
li1	384	-
sequential cells by signal (all words and copies together), names as in the netlist:
name and flops:
ALUControl 4, ALUSrc 1, Branch 1, ImmSrc 2
Jump 1, RegWrite 1, ResultSrc 2
worst max-delay path, delay by kind of cell:
family                    cells  cell delay, ns
AOI/OAI and AO/OA             3            0.52
xor gates and xnor gates      1            0.17
buffers and inverters         2            0.33
kinds of logic (layout without fill, tap and decap cells):
family / count (synthesis) / after routing / share of synthesized area
AOI/OAI and AO/OA: 22 / 22 / 0.272
xor gates and xnor gates: 3 / 3 / 0.0381
buffers and inverters: 8 / 51 / 0.0725
latches: 12 / 12 / 0.261
muxes: 2 / 2 / 0.0362
and+or+nand+nor: 34 / 34 / 0.321
power by group through the flow:
stage	clock network, mW	logic (mW)	registers [mW]
final	0	0.170	0.00393
after global routing	0	0.187	0.00394
after CTS	0	0.162	0.00393
final cells by class:
cell class,count,share of cell area
multi-input cells,61,0.445
well taps,46,0.0489
repair buffers,48,0.344
flip-flops and latches,12,0.153
inverters,3,0.00957
Power and IR drop assume default switching activity.
