**design/flow/config.mk**
```make
export PLATFORM = sky130hd
export DESIGN_NAME = pc
export DESIGN_NICKNAME = pc
export VERILOG_FILES = /design/flow/design.v
export SDC_FILE = /design/flow/constraint.sdc
export NUM_CORES = 4
export LEC_CHECK = 1
export CORE_AREA = 10 10 72 72
export DIE_AREA = 0 0 82 82
```
**design/flow/constraint.sdc**
```tcl
current_design pc

set clk_period 1.0
set clk_io_pct 0.2

create_clock -name clk0 -period $clk_period [get_ports {clk}]

set non_clock_inputs [all_inputs -no_clocks]
set_input_delay [expr $clk_period * $clk_io_pct] -clock clk0 $non_clock_inputs
set_output_delay [expr $clk_period * $clk_io_pct] -clock clk0 [all_outputs]
```
**design/flow/design.v**
```verilog
module pc (
    input clk,
    input [31:0] next_pc,
    output [31:0] pc
);
  reg [31:0] current_pc;
  always_ff @(posedge clk) current_pc <= next_pc;
  assign pc = current_pc;
endmodule
```
**design/flow/run.sh**
```bash
#!/bin/bash
# OpenROAD 26Q1-2900-gdf79404cd8, Yosys 0.63+post, stock flow scripts
make -C /OpenROAD-flow-scripts/flow DESIGN_CONFIG=/design/flow/config.mk WORK_HOME=/design/flow/orfs finish
```
==> impl_metrics.yaml <==
# physical design summary
outcome:
  status: "finished, final reports clean"
pwr:
  sequentialPowerShare_pct: 47.6
  power_frac_comb_pct: 6.6
  p_sw_share_pct: 16.6
  p_leak_nw: 0.598
  power.clock.fraction_pct: 45.8
  p_per_area_mw_per_mm2: 2060
  intPower_w: 0.00239
  p_total_w: 0.00287
  peakVddDrop_mv: 0.854
  switching_power_w: 0.000476
route:
  wl_mm: 1.98
  drc: 0
  postRouteAntennaNets: 0
  avgViaCountPerCell: 3.36
  n_antenna_cell: 0
  vias: 511
  drt_iter0_drc: 3
  first_pass_iters: 2
  post_drt_wl_per_cell_um: 13.0
flow_run:
  tool_warnings: 25
  drv_cap: 0
grt:
  grt_pass1_vias: 549
  grt_max_degree: 11
  track_usage_pct: 5.63
  grt_antenna_before_repair: 0
  grt_overflow: 0
  grt_pass1_wl_mm: 2.84
final_timing:
  period_needed_ps: 954
  fmax_ghz: 1.05
  setup_viol: 0
  final.period_utilization_pct: 95.4
  report.final.slew_viol_count: 0
  tns_ps: 0
  whs_ps: 356
  hold_viol_final: 0
  worst_slew_pin_slew_ps: 61.6
  slew_headroom_pct: 95.9
cts:
  htree_levels: 2
  clk_pin_slew_ps: 60
  postCtsSetupBuffers: 0
  root_buffer: "clkbuf_8"
  cts_made_buffers: 5
  cts_hold_repair.buffers: 0
  clockBufferDepth: 2
  cts_tree: "done"
  cts.sinks: 32
critical_path:
  slowest_stage: "dfxtp_2"
  path_buffers: 1
  worstPathMaxFanout: 1
  cp-start-kind: "flop"
  worstPathRequired_ps: 800
  slowest_delay_ps: 310
  path_class: "reg2out"
  worstSetupEndpointType: "primary output"
  path_cells: "clkdlybuf4s15_1"
  path_delay_family: "flip-flops"
  worst_ep_arrival_time_ps: 750
synth:
  ys_sh_aoi_pct: 0
  xor_share_pct: 0
  netlist_instances: 32
  synthMuxAreaShare_pct: 0
  yosys_area_um2: 641
  synth_cell_types: 1
  ys_sh_adder_pct: 0
  yosysWarnings: 1
  syn_area_per_cell_um2: 20.0
  synthSimpleGateAreaFrac_pct: 0
  ys_cells: 32
  yosys_register_bits: 32
  seq_area_frac_synth_pct: 100
  syn_area_um2: 641
finish:
  drive_above_1_share_pct: 38.5
  logic_gate_count: 0
  syn_to_final_growth_pct: 117
  reg.largest.list: "current_pc (32)"
  logic_area_um2: 0
  largest-register: "current_pc"
  n_fill_cell: 358
  finish.instance_area_mm2: 0.00139
  largest_reg_flops: 32
floorplanning:
  core-area_mm2: 0.00369
  die_h_um: 82
  std_cell_rows: 22
  die_w_um: 82
  die_area_mm2: 0.00672
  io-pin-count: 65
  fp_util_pct: 17.4
worst_hold_path:
  min_path_type: "in2reg"
place:
  io_buffers: 64
  gp_congestion: 0.763
  place_area_mm2: 0.00134
[routing by layer]
metal  track usage, %  wire [µm]  vias up
met5                0          0        -
met4             1.53         40        0
met3             6.17        450        6
met2             7.92        870       43
met1             5.44        622      225
li1                 -          -      237
[cells in the mapped netlist]
library cell / instances / share of area (%)
dfxtp_1: 32 / 100
[cell families after synthesis]
logic type and Yosys count:
flip-flops 32
[stage by stage]
step,util [%],std cells,worst slack (ps)
final,37.7,152,45.7
after global routing,37.7,152,-1.05
after CTS,39.8,152,8.36
after detailed placement,36.4,144,25.2
after global placement,36.4,144,38.1
after floorplan,-,32,538
[power groups by stage]
stage | clock (W) | combinational, W | sequential (W)
final | 0.00131 | 0.000188 | 0.00136
after global routing | 0.00145 | 0.000206 | 0.00137
after CTS | 0.00137 | 0.000216 | 0.00136
[cells in the final DEF, fill, tap and decap left out]
cell type / instances
clkbuf_2: 19
dfxtp_1: 19
clkdlybuf4s15_1: 13
bufinv_16: 1
clkbuf_8: 7
dfxtp_2: 13
clkdlybuf4s50_1: 32
[final timing paths]
check / from / endpoint / slack (ps) / depth (start not counted)
worst min-delay path: next_pc[17] / current_pc[17]$_DFF_P_ / 360 / 1
worst max-delay path: current_pc[16]$_DFF_P_ / pc[16] / 50 / 1
[repair_timing]
item | CTS | global route
setup endpoints to repair | 32 | 25
gates resized | 65 | 31
endpoints found under the hold margin | 0 | 0
[layout make-up]
cell class            count  area (µm²)  share of cell area (%)
tap                      48        60.1                    4.32
timing repair buffer     64         546                    39.3
clock inverter            1        30.0                    2.16
clock buffer              7        96.3                    6.94
sequential               32         657                    47.3
Power is estimated from default activity; no workload was simulated.
