==> ./design.v <==
module register (
    input             clk,
    we3,
    input      [ 4:0] a1,
    a2,
    a3,
    input      [31:0] wd3,
    output reg [31:0] rd1,
    rd2
);
  logic [31:0] rf[31:0];   
  always_ff @(posedge clk) if (we3) rf[a3] <= wd3;
  assign rd1 = (a1 != 0) ? rf[a1] : 0;
  assign rd2 = (a2 != 0) ? rf[a2] : 0;
endmodule
==> ./run.sh <==
#!/bin/bash
# OpenROAD 26Q1-2900-gdf79404cd8, Yosys 0.63+post, stock flow scripts
make -C /OpenROAD-flow-scripts/flow DESIGN_CONFIG=/design/flow/config.mk WORK_HOME=/design/flow/orfs finish
==> ./config.mk <==
export PLATFORM = sky130hd
export DESIGN_NAME = register
export DESIGN_NICKNAME = register
export VERILOG_FILES = /design/flow/design.v
export SDC_FILE = /design/flow/constraint.sdc
export NUM_CORES = 4
export LEC_CHECK = 1
export CORE_UTILIZATION = 40
==> ./constraint.sdc <==
current_design register

set clk_period 9.9
set clk_io_pct 0.2

create_clock -name clk0 -period $clk_period [get_ports {clk}]

set non_clock_inputs [all_inputs -no_clocks]
set_input_delay [expr $clk_period * $clk_io_pct] -clock clk0 $non_clock_inputs
set_output_delay [expr $clk_period * $clk_io_pct] -clock clk0 [all_outputs]
==> flow_summary.yaml <==
# generated from flow reports
clocking:
  ctsLongestPathBuffers: 3
  tritoncts: "done"
  clock_sinks: 1024
  cts_hold_buf: 0
  cts_htree_levels: 3
  numCtsBuffers: 105
  root_buffer: "clkbuf_16"
  clk_pin_slew_ns: 0.06
  cts_resized: 0
  cts_setup_buffers: 0
placement:
  routabilityCongestion: 0.906
  dp.cells: 3950
  port_buffers: 112
  hpwl_um: 87500
synthesis:
  yosysTopAreaCellShare: 0.655
  avgSynthCellArea_um2: 19.6
  synth_area_mm2: 0.0470
  yosys_area_mm2: 0.0470
  top_cells_by_area: "edfxtp_1 65%, mux4_2 20%, mux2i_1 3.9%"
  yosysUniqueCellTypes: 40
  synth.cellmix.simpleShare: 0.0194
  synth_top_cell_by_area: "edfxtp_1"
  mux_share: 0.249
  ys_sh_aoi: 0.0541
  yosysWarnings: 3
  syn_inst: 2400
  seq_area_frac_synth: 0.655
  ys_top_logic_family: "multiplexers"
  xor_share: 0
  ys_ff: 1024
  synth_adder_area_share: 0
  ys_cells: 2400
pwr:
  clkPwrFrac: 0.414
  p_sw_mw: 2.16
  peakVddDrop_mv: 0.143
  comb_power_share: 0.089
  p_leak_nw: 17.1
  p_total_mw: 9.75
  p_sw_frac: 0.222
  power.density_mw_per_mm2: 182
  p_int_mw: 7.59
  p_seq_frac: 0.497
floorplanning:
  fp-utilization: 0.404
  num_io_pins: 113
  num_rows: 125
  coreArea_mm2: 0.116
  die_w_um: 345
  die_h_um: 345
  die_area_mm2: 0.119
final_layout:
  syn_to_final_growth_pct: 14.4
  largestRegisters: "rf: 1024 flops"
  drive_gt1_frac: 0.286
  instances_no_fill: 4149
  post-route-util: 0.462
  layout_top_cells: "1,024 x edfxtp_1, 425 x mux4_2, 183 x mux2i_1"
  lay_top_count: "edfxtp_1"
  fill_cells: 9472
  regMostFlops: "rf"
  largest_register_ffs: 1024
setup_path:
  critPathKind: "primary input to output pin"
  path_max_fanout: 28
  crit_path_start_kind: "primary input"
  critPathCaptureType: "output pin"
  crit_required_ns: 7.92
  setup.worst_path.start: "a2[1]"
  cp.arrival_ns: 6.46
drt:
  drc_errors: 0
  post_drt_wl_per_cell_um: 35.0
  first_iter_violations: 1620
  drt-pass1-iter-count: 5
  vias: 26470
  wirelength_um: 145000
  ant_nets: 0
  vias_per_cell: 6.38
sta:
  hold_ws_ns: 2.13
  finalSetupTns_ns: 0
  slew_headroom: 0.0214
  max_freq_mhz: 118
  grt_setup_unrepaired: "no"
  finalCriticalPeriod_ns: 8.44
  post-route-period-util: 0.853
  worstMarginPinSlew_ns: 1.46
  hold_viol: 0
  setup_viol: 0
  drv_slew: 0
min_path:
  hp-start: "wd3[19]"
  min_path_cells: 2
  min_path_type: "primary input to flop"
global_route:
  grt_util_all_layers: 0.272
  antenna_found_initial: 8
  grt_pass1_wl_um: 206000
  grt_pass1_vias: 29656
  grt_max_degree: 75
  overflow: 0
flow_run:
  cap_violations: 0
  warnings: 26
run_status:
  outcome: "finished, final reports clean"
==> layout make-up <==
class	count	area, um^2	area share
sequential	1024	30700	0.572
tap	1524	1910	0.0355
timing repair buffer	227	2040	0.0380
clock buffer	132	2790	0.0520
antenna	5	12.5	0.000233
multi-input combinational	1150	15400	0.287
clock inverter	62	718	0.0134
inverter	25	96.3	0.00179
==> synthesized netlist by cell type (all sizes together) <==
cell	count
mux2	24
nor2	35
nand3	4
nor3	33
mux2i	183
nand2b	3
and4	1
a2111oi	31
mux4	425
and2	13
or3b	5
nand2	65
a21boi	1
o22a	1
a32o	9
inv	25
a21oi	46
buf	97
nor4	9
a221oi	23
and3	1
a211oi	47
a22o	62
edfxtp	1024
or3	2
nor4b	1
nand3b	7
a211o	23
o211ai	1
clkbuf	104
nor2b	8
a221o	1
o221ai	31
o22ai	55
==> power by group through the flow <==
stage     combinational (mW)  sequential, mW  clock (mW)
4_1_cts                0.861            4.85        4.09
5_1_grt                0.918            4.85        4.25
6_report               0.867            4.85        4.04
==> metrics by stage <==
stage | cell area (um^2) | setup slack [ns]
after floorplan | 47000 | 4.37
after global placement | 50200 | 1.71
after detailed placement | 50200 | 1.62
after CTS | 53700 | 1.63
after global routing | 53700 | 1.38
final | 53700 | 1.46
==> critical path, stage by stage <==
cell             delay (ns)
buf_4                  0.38
buf_4                  0.55
or3_2                  0.78
buf_4                  0.53
nor3_4                 0.06
buf_4                  0.25
nor3_1                 1.18
clkdlybuf4s50_1        0.66
==> metal layers <==
| metal | global-route usage | routed length, um | vias up | share of wire |
|---|---|---|---|---|
| met5 | 0.0465 | 627 | - | 0.0043 |
| met4 | 0.0643 | 4610 | 14 | 0.032 |
| met3 | 0.248 | 30600 | 299 | 0.21 |
| met2 | 0.385 | 65200 | 2211 | 0.45 |
| met1 | 0.302 | 44100 | 13245 | 0.30 |
| li1 | - | - | 10701 | - |
==> kinds of logic after synthesis <==
logic type      Yosys count
compound gates          331
buf+inv                 226
flops                  1024
mux                     632
simple gates            187
==> worst paths after layout <==
path                                  end  slack (ns)
worst max-delay path               rd2[2]        1.46
worst min-delay path  rf[4][19]$_DFFE_PP_        2.13
Power figures rest on the tool's default switching activity, not on a simulated workload.
